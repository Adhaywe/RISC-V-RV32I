<file path="/design/flow/config.mk">
export PLATFORM = sky130hd
export DESIGN_NAME = mac
export DESIGN_NICKNAME = mac
export VERILOG_FILES = /design/flow/design.v
export SDC_FILE = /design/flow/constraint.sdc
export NUM_CORES = 4
export LEC_CHECK = 1
export CORE_UTILIZATION = 50
</file>
<file path="/design/flow/constraint.sdc">
current_design mac

set clk_period 10.1
set clk_io_pct 0.2

create_clock -name clk0 -period $clk_period

set non_clock_inputs [all_inputs -no_clocks]
set_input_delay [expr $clk_period * $clk_io_pct] -clock clk0 $non_clock_inputs
set_output_delay [expr $clk_period * $clk_io_pct] -clock clk0 [all_outputs]
</file>
<file path="/design/flow/design.v">
package mac_pkg;
    localparam DATA_WIDTH = 72;
    localparam MAT_SIZE   = 3;
    localparam VAR_WIDTH  = 8;
    localparam MADD = 2'b00;
    localparam MSUB = 2'b01;
    localparam MMUL = 2'b10;
endpackage
import mac_pkg::*;
module mac #
(
    parameter DATA_WIDTH = 72,
    parameter MAT_SIZE   = 3,
    parameter VAR_WIDTH  = 8
)
(
    input  logic [DATA_WIDTH-1:0] matrixA_i,
    input  logic [DATA_WIDTH-1:0] matrixB_i,
    input  logic [           1:0] opcode_i,
    output logic [DATA_WIDTH-1:0] result_o
);
   logic [VAR_WIDTH-1:0] A1         [MAT_SIZE-1:0][MAT_SIZE-1:0];  
   logic [VAR_WIDTH-1:0] B1         [MAT_SIZE-1:0][MAT_SIZE-1:0];
   logic [VAR_WIDTH-1:0] add_result [MAT_SIZE-1:0][MAT_SIZE-1:0];
   logic [VAR_WIDTH-1:0] sub_result [MAT_SIZE-1:0][MAT_SIZE-1:0];
   logic [VAR_WIDTH-1:0] mul_result [MAT_SIZE-1:0][MAT_SIZE-1:0];
   int i, j, k;
   always_comb begin
    i = 0;
    j = 0;
    k = 0;
    {A1[0][0], A1[0][1], A1[0][2],
     A1[1][0], A1[1][1], A1[1][2],
     A1[2][0], A1[2][1], A1[2][2]} = matrixA_i;
    {B1[0][0], B1[0][1], B1[0][2],
     B1[1][0], B1[1][1], B1[1][2],
     B1[2][0], B1[2][1], B1[2][2]} = matrixB_i;
    for(i=0; i<MAT_SIZE; i++) begin
       for(j=0; j<MAT_SIZE; j++) begin
        sub_result[i][j] = 8'd0;
        add_result[i][j] = 8'd0;
        mul_result[i][j] = 8'd0;
       end
    end
     unique case(opcode_i)
        2'b00:
            for(i=0; i<MAT_SIZE; i++)
                for(j=0; j<MAT_SIZE; j++)
                    add_result[i][j] = A1[i][j] + B1[i][j];
        2'b01:
            for(i=0; i<MAT_SIZE; i++)
                for(j=0; j<MAT_SIZE; j++)
                    sub_result[i][j] = A1[i][j] - B1[i][j];
        2'b10:
            for(i=0; i<MAT_SIZE; i++)
                for(j=0; j<MAT_SIZE; j++)
                    for(k=0; k<MAT_SIZE; k++)
                        mul_result[i][j] = mul_result[i][j] + (A1[i][k] * B1[k][j]);
        default: ;
    endcase
    end
    logic [DATA_WIDTH-1:0] temp_mul_result;
    logic [DATA_WIDTH-1:0] temp_add_result;
    logic [DATA_WIDTH-1:0] temp_sub_result;
    assign temp_mul_result = {mul_result[0][0], mul_result[0][1], mul_result[0][2],
                              mul_result[1][0], mul_result[1][1], mul_result[1][2],
                              mul_result[2][0], mul_result[2][1], mul_result[2][2]};
    assign temp_add_result = {add_result[0][0], add_result[0][1], add_result[0][2],
                              add_result[1][0], add_result[1][1], add_result[1][2],
                              add_result[2][0], add_result[2][1], add_result[2][2]};
    assign temp_sub_result = {sub_result[0][0], sub_result[0][1], sub_result[0][2],
                              sub_result[1][0], sub_result[1][1], sub_result[1][2],
                              sub_result[2][0], sub_result[2][1], sub_result[2][2]};
    always_comb begin
        result_o = '0;
        unique case(opcode_i)
         MADD: result_o = temp_add_result;
         MSUB: result_o = temp_sub_result;
         MMUL: result_o = temp_mul_result;
         default: ;
        endcase
    end
endmodule
</file>
<file path="/design/flow/run.sh">
#!/bin/bash
# OpenROAD 26Q1-2900-gdf79404cd8, Yosys 0.63+post, stock flow scripts
make -C /OpenROAD-flow-scripts/flow DESIGN_CONFIG=/design/flow/config.mk WORK_HOME=/design/flow/orfs finish
</file>
==> summary.txt <==
Implementation run completed; key figures follow.

Floorplanning:
- The run gives the die area as 63300 sq um.
- In this run the core area contains 91 standard-cell rows.
- The run gives the chip width as 252 um.
- Before placement the cells fill 50.6% of the core.
- The run gives the total core area as 61600 sq um.
- Measured along the y axis, the die boundary spans 252 um.
- The run puts the count of pins on the block boundary at 218.

Finish:
- The run gives the post-route non-filler standard cell count as 5282.
- The sequential cells in the finished layout cover a total of 0 sq um.
- The run puts the share of layout cells above drive strength 1 at 16.7%.
- Counting the clock-network buffers in the layout gives 0.
- Relative to the synthesized area, the layout overhead comes to 30.3%.
- Cells fill 65.9% of the core in the end.
- The run gives the final cell area excluding filler cells as 40600 sq um.
- The run puts the flip-flop and latch count at 0.

Place:
- Summing all placed instances gives a cell area of 38400 sq um.
- The run puts the HPWL reported at the end of detailed placement at 96000 um.
- The run gives the global placer's final weighted congestion as 1.03.
- Including well taps, the total number of placed cells is 5114.
- The run puts the count of input and output buffers at 218.

Power and ir drop:
- The run gives the clock network power share as 0%.
- VDD sags by at most 292 uV.
- The run puts the switching share of total power at 47.0%.
- The run gives the final total power as 0.00945 W.
- The run puts the leakage power total at 20.7 nW.
- For this design the ratio of total power to cell area is 233 nW/um^2.
- The run gives the proportion of power drawn by combinational gates as 100.0%.
- In this run the power spent charging and discharging nets is 0.00445 W.
- The run puts the cell-internal power at 0.00501 W.
- The run gives the share of total power in sequential cells as 0%.

Yosys:
- Post-synthesis, Yosys gives the total cell area as 31100 sq um.
- The warning tally printed by Yosys for this design is 6.
- The run puts the sequential cell area fraction in the yosys report at 0%.
- The run puts the number of instances in the synthesized netlist at 3783.
- The run puts the per-instance average area after synthesis at 8.23 sq um.
- The run puts the count of distinct cell types in the synthesized netlist at 32.
- The number of cells reported by Yosys stat comes to 3783.
- The run gives the post-synthesis instance area as 31100 sq um.

Drt:
- The run gives the average routed wire per standard cell as 22.4 um.
- The run puts the count of unresolved DRC violations after routing at 0.
- The run puts the number of DRC markers in iteration 0 at 1611.
- The run puts the via count at 26884.
- The run gives the final antenna-violating net count as 0.
- The run gives the per-cell via count in the routed design as 5.09.
- The run puts the wire length reported by the detailed router at 118000 um.
- The run puts the first-pass iteration count of the detailed router at 5.

Worst setup path:
- The arrival time of data at the worst endpoint is listed as 7.90 ns.
- The worst setup path is launched from a primary input.
- The run puts the critical path's largest stage delay at 0.52 ns.
- The critical path is of the primary input to primary output type.
- Traced cell by cell, the critical path runs through dlygate4sd2_1 > buf_12 > buf_4 > and2_1 > fa_1 > ha_1 > inv_1 > fa_1 > inv_1 > fa_1 > fa_1 > fa_1 > inv_1 > fa_1 > inv_1 > ha_1 > a21o_1 > a21oi_2 > xnor2_2 > xnor3_1 > xnor2_1 > o21ai_1 > o21a_1 > dlygate4sd2_1.
- The run gives the type of element capturing the critical path as a primary output.
- The run gives the most repeated library cell on the critical path as sky130_fd_sc_hd__fa_1.
- Per the timing report, the biggest fanout along the worst path comes to 11.
- For this design, the slowest cell found on the critical path is sky130_fd_sc_hd__fa_1.
- The run puts the critical path data required time at 8.08 ns.

Min path:
- The run gives the class of the most critical hold timing path as primary input to primary output.

Final timing:
- The run puts the period utilization at 98.2%.
- The run gives the time the final worst path needs with I/O delays and setup as 9.92 ns.
- Derived from the worst setup path, the maximum achievable clock frequency is 101 MHz.
- The run gives the max-slew violation count as 0.
- The run puts the number of hold violations in the final report at 0.
- The run gives the relative slew slack as 44.8%.
- At the pin with the least slew margin, the transition time is 0.827 ns.
- The final report lists the setup-violating endpoint count as 0.

Global routing:
- The number of antenna violations at the first check in global routing was 3.
- The run gives the all-layer global routing usage as 40.4%.
- The run puts the number of global-route vias before repair at 27684.
- The global route stage reports its total congestion overflow as 0.
- The run gives the maximum number of pins on one net before global-route repair as 51.
- The first global-routing pass estimated 174000 um of wire.

Flow run:
- Per the run summary, max-cap violations total 0.
- The stage logs contain a warning count of 36.

CTS:
- The run puts the post-cts hold buffer count at 0.

Run status:
- The flow ran to the end, and the final reports show no timing, DRC or antenna violations.
-- critical path: cells and delay by family --
family / cells / cell delay (ns)
xor+xnor: 3 / 0.56
fa+ha+maj: 8 / 3.55
compound gates: 4 / 0.60
buf+inv: 8 / 1.01
simple gates: 1 / 0.18
-- through the flow --
stage                     setup slack, ns  hold WS (ns)  TNS [ns]
after floorplan                     0.348          4.16         0
after global placement             -0.564          4.95     -4.43
after detailed placement           -0.574          4.96     -4.70
after CTS                          -0.102          4.72    -0.106
after global routing             -0.00621          4.72  -0.00621
final                               0.177          4.69         0
-- layout make-up --
cell class                 count  area (sq um)
fill                        5139         21000
multi-input combinational   2869         28000
antenna                        1          2.50
timing repair buffer         852          8810
tap                          837          1050
inverter                     723          2720
-- power by group through the flow --
stage / Clock (W) / Combinational, W / Sequential (W)
final: 0.00000000000934 / 0.00945 / 0
after global routing: 0 / 0.0105 / 0
after CTS: 0 / 0.00921 / 0
-- Yosys cell counts (6+ instances only) --
master                       n  area share [%]
sky130_fd_sc_hd__o21ai_1     9            0.14
sky130_fd_sc_hd__ha_1      525              21
sky130_fd_sc_hd__a21oi_1    42            0.68
sky130_fd_sc_hd__buf_1       9            0.11
sky130_fd_sc_hd__a21o_1     80             1.9
sky130_fd_sc_hd__nor3_1     12            0.19
sky130_fd_sc_hd__o21ai_0    49            0.79
sky130_fd_sc_hd__nor2_1    110             1.3
sky130_fd_sc_hd__buf_4      11            0.27
sky130_fd_sc_hd__o22ai_1    19            0.38
sky130_fd_sc_hd__clkbuf_1  124             1.5
sky130_fd_sc_hd__inv_1     715             8.6
sky130_fd_sc_hd__xor2_1     99             2.8
sky130_fd_sc_hd__buf_2      46            0.74
sky130_fd_sc_hd__fa_1      477              31
sky130_fd_sc_hd__clkinv_1    6           0.072
sky130_fd_sc_hd__xnor3_1     9            0.65
sky130_fd_sc_hd__xnor2_1   430              12
sky130_fd_sc_hd__and2_1    382             7.7
sky130_fd_sc_hd__a31oi_1    26            0.52
sky130_fd_sc_hd__o21a_1     11            0.27
sky130_fd_sc_hd__nand2_1   560             6.8
sky130_fd_sc_hd__nor2b_1     7            0.14
sky130_fd_sc_hd__mux2i_1     8            0.26
-- layer usage --
metal  share of wire [%]  GRT usage, %  vias up
met5                0.12          1.70        -
met4                 4.3          13.4        4
met3                  13          18.3      215
met2                  43          58.3     1144
met1                  40          55.4    12870
li1                    -             -    12651
-- cell families after synthesis --
| logic type | after synthesis | share of synthesized area [%] |
|---|---|---|
| AND-OR/OR-AND | 244 | 4.90 |
| XOR/XNOR | 538 | 15.5 |
| adder cells (fa/ha/maj) | 1002 | 51.8 |
| buffers and inverters | 914 | 11.3 |
| multiplexers | 8 | 0.257 |
| AND/OR/NAND/NOR | 1077 | 16.2 |
-- cell usage in the layout (no fill, tap or decap), drive strengths merged, types with 2 or more instances in the layout --
master,netlist,layout
dlygate4sd2,0,59
clkdlybuf4s15,0,4
clkdlybuf4s50,0,113
xnor3,9,9
o21ai,58,58
a21oi,42,42
bufbuf,0,9
a21o,80,80
nor2,110,110
a31oi,26,26
nand2b,4,4
and2,382,382
o22ai,19,19
inv,717,716
o21a,11,11
clkinv,6,6
buf,66,630
nor3,12,12
nand2,560,560
mux2i,8,8
o31ai,5,5
xnor2,430,430
nor2b,7,7
o21bai,2,2
fa,477,477
dlymetal6s2s,0,20
xor2,99,99
ha,525,525
clkbuf,125,17
-- final timing paths --
kind	from	endpoint	slack (ns)	cells past startpoint
setup / recovery	matrixB_i[9]	result_o[15]	0.18	24
hold / removal	opcode_i[1]	result_o[71]	4.69	4
-- repair_timing --
item | 4_1_cts | 5_1_grt
buffers inserted | 132 | 33
endpoints found under the setup margin | 11 | 12
pin swaps | 158 | 115
gates cloned | 9 | 3
resized | 223 | 111
No activity file was given, so power comes from the tool's default toggle rates.
